<file path="/design/flow/design.v">
module next_crc32_d8 (
    input  clock, 
    input  reset,
    input  start_port,
    output done_port,
	input  [7:0] data,
	input  [31:0] crc,
	output reg [31:0] return_port);
	reg[7:0]  d;
	reg[31:0] c;
	always @(posedge clock)
	begin
		d = data;
		c = crc;
		return_port[0]  <= c[24] ^ c[30] ^ d[1]  ^ d[7];
		return_port[1]  <= c[25] ^ c[31] ^ d[0]  ^ d[6]  ^ c[24] ^ c[30] ^ d[1]  ^ d[7];
		return_port[2]  <= c[26] ^ d[5]  ^ c[25] ^ c[31] ^ d[0]  ^ d[6]  ^ c[24] ^ c[30] ^ d[1]  ^ d[7];
		return_port[3]  <= c[27] ^ d[4]  ^ c[26] ^ d[5]  ^ c[25] ^ c[31] ^ d[0]  ^ d[6];
		return_port[4]  <= c[28] ^ d[3]  ^ c[27] ^ d[4]  ^ c[26] ^ d[5]  ^ c[24] ^ c[30] ^ d[1]  ^ d[7];
		return_port[5]  <= c[29] ^ d[2]  ^ c[28] ^ d[3]  ^ c[27] ^ d[4]  ^ c[25] ^ c[31] ^ d[0]  ^ d[6]  ^ c[24] ^ c[30] ^ d[1]  ^ d[7];
		return_port[6]  <= c[30] ^ d[1]  ^ c[29] ^ d[2]  ^ c[28] ^ d[3]  ^ c[26] ^ d[5]  ^ c[25] ^ c[31] ^ d[0]  ^ d[6];
		return_port[7]  <= c[31] ^ d[0]  ^ c[29] ^ d[2]  ^ c[27] ^ d[4]  ^ c[26] ^ d[5]  ^ c[24] ^ d[7];
		return_port[8]  <= c[0]  ^ c[28] ^ d[3]  ^ c[27] ^ d[4]  ^ c[25] ^ d[6]  ^ c[24] ^ d[7];
		return_port[9]  <= c[1]  ^ c[29] ^ d[2]  ^ c[28] ^ d[3]  ^ c[26] ^ d[5]  ^ c[25] ^ d[6];
		return_port[10] <= c[2]  ^ c[29] ^ d[2]  ^ c[27] ^ d[4]  ^ c[26] ^ d[5]  ^ c[24] ^ d[7];
		return_port[11] <= c[3]  ^ c[28] ^ d[3]  ^ c[27] ^ d[4]  ^ c[25] ^ d[6]  ^ c[24] ^ d[7];
		return_port[12] <= c[4]  ^ c[29] ^ d[2]  ^ c[28] ^ d[3]  ^ c[26] ^ d[5]  ^ c[25] ^ d[6]  ^ c[24] ^ c[30] ^ d[1]  ^ d[7];
		return_port[13] <= c[5]  ^ c[30] ^ d[1]  ^ c[29] ^ d[2]  ^ c[27] ^ d[4]  ^ c[26] ^ d[5]  ^ c[25] ^ c[31] ^ d[0]  ^ d[6];
		return_port[14] <= c[6]  ^ c[31] ^ d[0]  ^ c[30] ^ d[1]  ^ c[28] ^ d[3]  ^ c[27] ^ d[4]  ^ c[26] ^ d[5];
		return_port[15] <= c[7]  ^ c[31] ^ d[0]  ^ c[29] ^ d[2]  ^ c[28] ^ d[3]  ^ c[27] ^ d[4];
		return_port[16] <= c[8]  ^ c[29] ^ d[2]  ^ c[28] ^ d[3]  ^ c[24] ^ d[7];
		return_port[17] <= c[9]  ^ c[30] ^ d[1]  ^ c[29] ^ d[2]  ^ c[25] ^ d[6];
		return_port[18] <= c[10] ^ c[31] ^ d[0]  ^ c[30] ^ d[1]  ^ c[26] ^ d[5];
		return_port[19] <= c[11] ^ c[31] ^ d[0]  ^ c[27] ^ d[4];
		return_port[20] <= c[12] ^ c[28] ^ d[3];
		return_port[21] <= c[13] ^ c[29] ^ d[2];
		return_port[22] <= c[14] ^ c[24] ^ d[7];
		return_port[23] <= c[15] ^ c[25] ^ d[6]  ^ c[24] ^ c[30] ^ d[1]  ^ d[7];
		return_port[24] <= c[16] ^ c[26] ^ d[5]  ^ c[25] ^ c[31] ^ d[0]  ^ d[6];
		return_port[25] <= c[17] ^ c[27] ^ d[4]  ^ c[26] ^ d[5];
		return_port[26] <= c[18] ^ c[28] ^ d[3]  ^ c[27] ^ d[4]  ^ c[24] ^ c[30] ^ d[1]  ^ d[7];
		return_port[27] <= c[19] ^ c[29] ^ d[2]  ^ c[28] ^ d[3]  ^ c[25] ^ c[31] ^ d[0]  ^ d[6];
		return_port[28] <= c[20] ^ c[30] ^ d[1]  ^ c[29] ^ d[2]  ^ c[26] ^ d[5];
		return_port[29] <= c[21] ^ c[31] ^ d[0]  ^ c[30] ^ d[1]  ^ c[27] ^ d[4];
		return_port[30] <= c[22] ^ c[31] ^ d[0]  ^ c[28] ^ d[3];
		return_port[31] <= c[23] ^ c[29] ^ d[2];
	end
endmodule
</file>
<file path="/design/flow/config.mk">
export PLATFORM = sky130hd
export DESIGN_NAME = next_crc32_d8
export DESIGN_NICKNAME = next_crc32_d8
export VERILOG_FILES = /design/flow/design.v
export SDC_FILE = /design/flow/constraint.sdc
export NUM_CORES = 4
export LEC_CHECK = 1
export CORE_UTILIZATION = 30
</file>
<file path="/design/flow/constraint.sdc">
current_design next_crc32_d8

set clk_period 2.7
set clk_io_pct 0.2

create_clock -name clk0 -period $clk_period [get_ports {clock}]

set non_clock_inputs [all_inputs -no_clocks]
set_input_delay [expr $clk_period * $clk_io_pct] -clock clk0 $non_clock_inputs
set_output_delay [expr $clk_period * $clk_io_pct] -clock clk0 [all_outputs]
</file>
<file path="/design/flow/run.sh">
#!/bin/bash
# OpenROAD 26Q1-2900-gdf79404cd8, Yosys 0.63+post, stock flow scripts
make -C /OpenROAD-flow-scripts/flow DESIGN_CONFIG=/design/flow/config.mk WORK_HOME=/design/flow/orfs finish
</file>
==> Implementation_results.wiki <==
=== Physical design figures ===
{| class="wikitable"
! Metric !! Value
|-
| Run status || finished, final reports clean
|-
| Pre-antenna DRT Iters || 2
|-
| Fa+ha+maj area frac || 0
|-
| OpenROAD warnings || 27
|-
| Period utilization || 0.783
|-
| Number of clock sinks || 32
|-
| Instance tally after logic synthesis || approximately 95
|-
| Maximum cell stage delay along the critical path || approximately 0.56 ns
|-
| Type of the tightest min-delay check || primary input to flop
|-
| Antenna violations before repair || 0
|-
| WL/cell || between 10 and 15 um
|-
| Sequential-to-total area share from yosys stat || 0.411
|-
| Chip Height || about 74 um
|-
| Standby leakage power || around 1.0 nW
|-
| Core box area || 4850 um^2
|-
| Class of the most critical setup path || primary input to flop
|-
| Global-route wire length before repair || around 4400 um
|-
| Final min period || 2.11 ns
|-
| Final-layout fill cell count || roughly 400
|-
| Kind of end point of the critical path || flop
|-
| Buffering stage count on the worst path with inverters included || 1
|-
| Basic Gates by Area || 0
|-
| Number of levels the H-tree was split into || 2
|-
| Top Registers || return_port x32
|-
| Final worst slack || about 0.6 ns
|-
| Logic family by area || XOR/XNOR gates
|-
| Warning count from the yosys run || 2
|-
| DIE WIDTH || approximately 74 um
|-
| Root buffer selected by CTS || clkbuf_8
|-
| Category of the worst setup path launch point || primary input
|-
| Number of standard cells in the layout, taps in and fillers out || ~250
|-
| Yosys stat cell total || between 90 and 100
|-
| Cell taking the most area after synthesis || dfxtp_1
|-
| Synth flops || 32
|-
| Reported max-cap violation count || 0
|-
| Largest cells by area after synthesis || dfxtp_1 41%, xnor2_1 15%, xnor3_1 12%
|-
| Xor-xnor portion of the synthesized cell area || 0.582
|-
| Post-CTS Setup Repair Bufs || 0
|-
| Critical-path top delay cell || xor3_2
|-
| Number of hold violations in the final report || 0
|-
| Post-route setup TNS || 0 ns
|-
| Share of final-layout standard cells stronger than drive strength 1 || 0.129
|-
| Largest net degree at the start of global routing || 10
|-
| Site Rows || 25
|-
| Cell Chain, Critical Path || clkdlybuf4s50_1 -> xnor2_4 -> xor3_2 -> xnor3_1
|-
| Half-perimeter wire length after detailed placement || roughly 2200 um
|-
| Global-route congestion overflow total || 0
|-
| Number of I/O port buffers || just over 70
|-
| Worst VDD drop || between 0.4 and 0.5 mV
|-
| Average cell area after synthesis || about 16 um^2
|-
| Cell family contributing the most delay on the critical path || XOR/XNOR gates
|-
| Remaining DRCs || 0
|-
| Reg with most FFs || return_port
|-
| Cts hold-fix bufs || 0
|-
| Count of cells resized by post-cts repair || 0
|-
| Avg Vias per Cell || roughly 3.8
|-
| Max frequency || between 0.4 and 0.5 GHz
|-
| Antenna Nets Post-Route || 0
|-
| Max reg flops || 32
|-
| Total power draw || approximately 1.9 mW
|-
| Area share of and-or/or-and cells after synthesis || 0
|-
| Global Route Usage Sum || 0.112
|-
| I/O pin cnt || approximately 76
|-
| Die area || approximately 5500 um^2
|-
| # placed instances || between 200 and 250
|-
| Antenna cells || 0
|-
| Post-synthesis cell type count || 11
|-
| Via count of the first global-routing pass || just over 900
|-
| Worst slew margin relative to its limit || 0.643
|-
| Total number of vias || roughly 940
|-
| Clock transition at the register clock pins on the worst setup and hold paths after CTS || 0.06 ns
|-
| Power per unit of standard cell area || a little under 800 nW/um^2
|-
| TritonCTS clock tree || done
|-
| 1st-iter DRT viols || 16
|-
| Actual transition at the worst max-transition pin || 0.532 ns
|-
| Buffers from clock root to sink, at most || 2
|-
| Final Routed Wirelength || ~2800 um
|-
| Count of final setup violators || 0
|-
| Area grow syn2layout || 58.9%
|-
| Placement-stage worst setup slack || ~0.27 ns
|-
| Number of pins exceeding their max-slew limit in the final report || 0
|-
| Cell area after synthesis || between 1500 and 2000 um^2
|-
| Yosys chip area || ~1600 um^2
|-
| Endpoint required time on the critical path || 2.86 ns
|-
| Maximum fanout count along the critical path || 6
|-
| Mux cell area share after synthesis || 0
|-
| Final Wtd Congestion || roughly 0.75
|-
| Pre-placement core utilization || 0.321
|-
| CTS Buf Count || 5
|-
| RSZ-0062 raised after global routing || no
|-
| Logic area || 910 um^2
|-
| Sequential standard cell area || roughly 640 um^2
|-
| Proportion of netlist area held by the largest area contributor || 0.411
|-
| CP arrival || 2.28 ns
|}
[worst paths after layout]
check	startpoint	end	slack, ns	depth (start not counted)
min	crc[17]	return_port[25]	0.84	2
max	crc[31]	return_port[13]	0.59	4
[cells in the final DEF, fill, tap and decap left out]
master           netlist  routed
xor2_1                 7       7
buf_4                  1       4
clkdlybuf4s50_1        0      72
xor3_1                 6       6
xor2_2                 1       1
clkbuf_8               0       6
dfxtp_1               32      32
xnor2_4                5       5
conb_1                 1       1
xnor3_1                8       8
xor3_2                 2       2
xnor2_2                5       5
xnor2_1               27      27
clkbuf_1               0       2
[kinds of logic (layout without fill, tap and decap cells)]
kind of cell              Yosys count  after routing
xor gates and xnor gates           61             61
DFF                                32             32
other                               1              1
buffers and inverters               1             84
[report_power, final]
group	total [mW]	internal [mW]	switching, mW
Clock	0.374	0.208	0.167
Sequential	0.713	0.664	0.0484
Combinational	0.822	0.632	0.190
Total	1.91	1.50	0.405
[metrics by stage]
step / util / instance area, um^2 / hold WS, ns
6_report: 0.510 / 2470 / 0.840
3_5_place_dp: 0.492 / 2380 / 1.13
3_3_place_gp: 0.492 / 2380 / 1.12
2_1_floorplan: - / 1560 / 0.638
4_1_cts: 0.510 / 2470 / 0.833
5_1_grt: 0.510 / 2470 / 0.831
[metal layers]
metal / vias to the layer above / share of wire / global-route usage
li1: 462 / - / -
met1: 416 / 0.43 / 0.169
met2: 54 / 0.41 / 0.158
met3: 4 / 0.14 / 0.0549
met4: 0 / 0.011 / 0.0150
met5: - / 0 / 0
[Yosys cell counts]
| cell | number |
|---|---|
| xor2_1 | 7 |
| xnor3_1 | 8 |
| xnor2_4 | 5 |
| xor2_2 | 1 |
| xnor2_1 | 27 |
| conb_1 | 1 |
| xor3_1 | 6 |
| buf_4 | 1 |
| dfxtp_1 | 32 |
| xor3_2 | 2 |
| xnor2_2 | 5 |
[area by class of cell]
type | instances | area share
clock buffers | 8 | 0.0364
repair buffers | 76 | 0.303
flip-flops and latches | 32 | 0.259
well taps | 67 | 0.0339
multi-input cells | 62 | 0.368
No activity file was given, so power comes from the tool's default toggle rates.
