## design.v

```verilog
`timescale 1ns / 1ps 
module clock_time (
    input  clock, 
    input  reset,
    input  start_port,
    output reg  done_port,
    output reg[31:0] return_port);
reg[31:0]	counter_clocks; 
reg[31:0]	counter_milliseconds; 
always @(posedge clock)
	if (reset) begin
		counter_clocks 		 <= 32'b0;
		counter_milliseconds <= 32'b0;
	end else begin
		if (counter_clocks < 200000) begin
			counter_clocks <= counter_clocks + 1;
		end else begin
			counter_clocks <= 32'b0;
			counter_milliseconds <= counter_milliseconds + 1;
		end
		if (start_port)
		begin
			return_port <= counter_milliseconds;
			done_port <= 1;
		end
	end
endmodule
```

## run.sh

```bash
#!/bin/bash
# OpenROAD 26Q1-2900-gdf79404cd8, Yosys 0.63+post, stock flow scripts
make -C /OpenROAD-flow-scripts/flow DESIGN_CONFIG=/design/flow/config.mk WORK_HOME=/design/flow/orfs finish
```

## config.mk

```make
export PLATFORM = sky130hd
export DESIGN_NAME = clock_time
export DESIGN_NICKNAME = clock_time
export VERILOG_FILES = /design/flow/design.v
export SDC_FILE = /design/flow/constraint.sdc
export NUM_CORES = 4
export LEC_CHECK = 1
export CORE_UTILIZATION = 30
```

## constraint.sdc

```tcl
current_design clock_time

set clk_period 5.1
set clk_io_pct 0.2

create_clock -name clk0 -period $clk_period [get_ports {clock}]

set non_clock_inputs [all_inputs -no_clocks]
set_input_delay [expr $clk_period * $clk_io_pct] -clock clk0 $non_clock_inputs
set_output_delay [expr $clk_period * $clk_io_pct] -clock clk0 [all_outputs]
```

==> reports/results.ini <==
[status]
status=complete, no violations

[route]
drt_wl_total_um=7030
vias=2658
highest_layer=met4
met2_wirelength_um=3190
wl_met1_um=3430
wl_met3_um=256
drt-wirelength-per-cell_um=11.9
drc=0
vias_per_cell=4.51
ant_nets=0
antenna_cells=0
dr.pass1.iters=4
drt_iter0_markers=127

[placed_design]
place.gp.congestion=0.754
io_buffer_count=34
hpwl_um=4420
dp.cells=574

[floorplanning]
die_x_um=120
initCoreUtil_pct=31.1
die-area_um2=14300
row_count=42
core_area_um2=13300
io-pin-count=36
die_y_um=120

[clock_network]
cts_tree=yes
post_cts_resized=0
numCtsBuffers=9
clockBufferDepth=2
cts.reportedPaths.clkPinSlew_ps=70
clockRootBuffer=clkbuf_16
postCtsHoldBufs=0
clk_latency_ps=350
cts_max_level=3
postCtsSetupBuffers=0
numClockSinks=96

[final_timing]
max_freq_mhz=412
finalCriticalPeriod_ps=2430
slew_headroom_pct=39.9
hold_viol_final=0
min_period_over_period_pct=47.6
setup_viol=0
rsz0062_at_grt=false
tightestPinTransition_ps=900
finClkSkew_ps=10.1
setup_tns_ps=0
drv_slew=0

[synth]
edf_count=32
synth.ff_latch_count=96
largest_area_cell=dfxtp_1
netlist_instances=364
synth_area_um2=4150
yosysWarnings=1
synth.area.top_cells=dfxtp_1 (31%), edfxtp_1 (23%), a2111oi_4 (6.6%)
ys_area_um2=4150
async_flop_share_pct=0
syn_avg_cell_area_um2=11.4
top_cell_area_share_pct=30.9
synth_stat.cells=364
ff_type=dfxtp_1
ys_types=39
ys_seq_share_pct=54.1

[global_routing]
grt_pass1_wl_um=12000
grt_max_degree=63
antenna_found_initial=0
grt.total_usage_pct=10.7
grt_pass1_vias=2496
overflow=0

[critical_path]
rr_startpoint=counter_clocks[27]
end_kind=flip-flop
path_class=flip-flop to flip-flop
crit_path_cell_trace=nor4_1, and4_1, buf_4, inv_1, or3_1, nor2_1
ff2ff_setup_slack_ps=2670
required_ps=5370
cp-startpoint=counter_clocks[27]
slowest_delay_ps=660
cp.arrival_ps=2700
worstRegToRegCells=6
reg2reg_to=counter_clocks[13]
crit_path_max_fanout=31
crit_family=simple AND/OR/NAND/NOR gates
cp_num_buf_inv=2
slowest_stage=or3_1
crit_path_start_kind=flip-flop

[pwr]
power_frac_comb_pct=2.2
pwr-share-seq_pct=53.1
p_clk_share_pct=44.7
peakVddDrop_v=0.000152
switchingPower_uw=312
p_int_uw=1210
p_sw_share_pct=20.5
power_density_nw_per_um2=304
power.leakage_uw=0.00172

[hold_path]
holdCritPathClass=flip-flop to flip-flop
min-delay-start=counter_clocks[0]
holdPathEnd=counter_clocks[0]
hold_depth=1

[finish]
area_delta_synth_final_pct=20.8
register_area_um2=2240
stdcell_count=590
n_fill_cell=1292
logic_area_um2=1830
drive_gt1_share_pct=13.5

[job]
warning_count=25
max-cap-violations=0

## placed cells by master, fill, tap and decap left out, drive strengths merged, types with 3 or more instances in the layout
cell type	n
nor2	60
nand4	10
a211oi	12
a21oi	8
edfxtp	32
nand2	15
xnor2	9
nor3	5
buf	6
a2111oi	10
nor4	7
nand3	19
inv	10
clkdlybuf4s50	33
xor2	7
and4	6
clkbuf	12
and3	3
conb	15
mux2	29
dfxtp	64
nor2b	27
## cell usage after synthesis (3+ instances only)
library cell	count
dfxtp_1	64
clkbuf_1	9
mux2_1	13
xnor2_1	9
nand4_1	9
buf_4	3
xor2_1	7
a21oi_1	8
and4_1	6
nor2_1	60
a211oi_1	9
nor4_1	7
nand3_1	19
nor2b_1	27
and3_1	3
mux2_2	16
nand2_1	13
a2111oi_4	10
inv_1	8
edfxtp_1	32
a211oi_2	3
nor3_1	4
## cell families after synthesis
group / synth area share, %
AND-OR/OR-AND: 11.3
XOR/XNOR: 3.38
adder cells (fa/ha/maj): 0.603
buffers and inverters: 3.05
flip-flops: 54.1
multiplexers: 7.88
other: 0.181
AND/OR/NAND/NOR: 19.5
## power by group through the flow
| stage | logic, uW | clock network, uW | registers, uW |
|---|---|---|---|
| final | 33.6 | 681 | 808 |
| after global routing | 38.8 | 734 | 810 |
| after CTS | 34.6 | 697 | 808 |
## metal layers
layer | vias up | track usage, %
met1 | 1238 | 16.0
met4 | 0 | 1.72
met3 | 10 | 2.33
met5 | - | 0
li1 | 1374 | -
met2 | 36 | 16.6
## worst max path at each step
stage                           endpoint  cells past startpoint
after CTS             counter_clocks[13]                      6
after global routing  counter_clocks[11]                      6
final                 counter_clocks[13]                      6
## sequential cells by signal, summed over array words and instances, names as in the netlist
register              count
counter_clocks           32
counter_milliseconds     32
return_port              32
## worst reg2reg max path, cell delays in order (launching register included)
cell and delay (ps):
dfxtp_1 300, nor4_1 290, and4_1 230, buf_4 450, inv_1 220, or3_1 660
nor2_1 210
## per-stage QoR
stage / power, uW / instance area (um^2) / utilization [%] / hold WS [ps] / worst slack, ps
5_1_grt: 1580 / 5010 / 37.5 / 476 / 2480
3_3_place_gp: 858 / 4700 / 35.2 / 440 / 2660
4_1_cts: 1540 / 5010 / 37.5 / 460 / 2660
6_report: 1520 / 5010 / 37.5 / 457 / 2670
2_1_floorplan: 842 / 4200 / - / 423 / 1830
3_5_place_dp: 860 / 4700 / 35.2 / 443 / 2580
## final cells by class
cell class	instances	share of cell area, %
timing repair buffer	39	7.44
clock buffer	12	5.57
sequential	96	44.8
inverter	8	0.599
multi-input combinational	255	36.6
clock inverter	4	0.624
tap	176	4.40
Power and IR drop assume default switching activity.
